==> flow/run.sh <==
#!/bin/bash
# OpenROAD 26Q1-2900-gdf79404cd8, Yosys 0.63+post, stock flow scripts
make -C /OpenROAD-flow-scripts/flow DESIGN_CONFIG=/design/flow/config.mk WORK_HOME=/design/flow/orfs finish
==> flow/design.v <==
`timescale 1ns / 1ps
module ADD(
    input [7:0] A,
    input [7:0] B,
    output reg [7:0] Y
    );
	always @(*) begin
		Y <= A + B;
	end
endmodule
`timescale 1ns / 1ps
module ALU(
    input [7:0] A,
    input [7:0] B,
    input ALUOP,
    output [7:0] Y
    );
	assign Y = (ALUOP == 1) ? A + B : 8'b00000000;
endmodule
`timescale 1ns / 1ps
module BCD7(
    input [3:0] A,
    output [6:0] Y
    );
	assign Y = (A == 4'b0000) ? 7'b0111111 :
				  (A == 4'b0001) ? 7'b0000110 :
				  (A == 4'b0010) ? 7'b1011011 :
				  (A == 4'b0011) ? 7'b1001111 :
				  (A == 4'b0100) ? 7'b1100110 :
				  (A == 4'b0101) ? 7'b1101101 :
				  (A == 4'b0110) ? 7'b1111101 :
				  (A == 4'b0111) ? 7'b0000111 :
				  (A == 4'b1000) ? 7'b1111111 :
				  (A == 4'b1001) ? 7'b1101111 :
				  (A == 4'b1010) ? 7'b1110111 :
				  (A == 4'b1011) ? 7'b1111100 :
				  (A == 4'b1100) ? 7'b0111001 :
				  (A == 4'b1101) ? 7'b1011110 :
				  (A == 4'b1110) ? 7'b1111001 : 7'b1110001;
endmodule
`timescale 1ns / 1ps
module CPUT(
	 input RESET,
	 input sCLK,
    output [6:0] SEG1,
    output [6:0] SEG2,
    output [6:0] SEG3,
    output [6:0] SEG4,
    output [6:0] SEG5,
	 output [7:0] ADD,
	 output [7:0] Ins
    );
	wire CLK;
	wire RegDst, RegWrite, ALUSrc, Branch, MemRead, MemWrite, MemtoReg, ALUOP;
	wire [1:0] WriteReg;
	wire [7:0] ReadData1;
	wire [7:0] ReadData2;
	wire [7:0] WriteData;
	wire [7:0] Data3;
	wire [7:0] Out;
	wire [7:0] SignExtend;
	wire [7:0] ALUResult;
	wire [7:0] MemoryRead;
	wire [7:0] PPC, OPC, JPC, NPC;
	assign ADD = PPC;
	assign CLK = sCLK;
	CTRL C(Ins[7:6], RegDst, RegWrite, ALUSrc, Branch, MemRead, MemWrite, MemtoReg, ALUOP);
	MUX2 M1(Ins[3:2], Ins[1:0], RegDst, WriteReg);
	Register R(Ins[5:4], Ins[3:2], WriteReg, WriteData, RegWrite, CLK, RESET, ReadData1, ReadData2, Out);
	SignEx S(Ins[1:0], SignExtend);
	MUX8 M2(ReadData2, SignExtend, ALUSrc, Data3);
	ALU A1(ReadData1, Data3, ALUOP, ALUResult);
	MEM M3(ALUResult, ReadData2, MemWrite, MemRead, RESET, CLK, MemoryRead);
	MUX8 M4(ALUResult, MemoryRead, MemtoReg, WriteData);
	PC P(NPC, RESET, CLK, PPC);
	ADD A2(PPC, 8'b00000001, OPC);
	ADD A3(OPC, SignExtend, JPC);
	MUX8 M5(OPC, JPC, Branch, NPC);
	Output O(Out, Ins[7:6], SEG1, SEG2, SEG3, SEG4, SEG5);
	IMEM I(ADD, Ins);
endmodule
`timescale 1ns / 1ps
module CTRL(
    input [1:0] A,
    output RegDst,
    output RegWrite,
    output ALUSrc,
    output Branch,
    output MemRead,
    output MemWrite,
    output MemtoReg,
    output ALUOP
    );
	reg [7:0] out;
	always @(A) begin
		case(A)
			4'b00 : out <= 8'b11000001;
			4'b01 : out <= 8'b01101011;
			4'b10 : out <= 8'b00100101;
			4'b11 : out <= 8'b00010000;
		endcase
	end
	assign RegDst = out[7];
	assign RegWrite = out[6];
   assign ALUSrc = out[5];
   assign Branch = out[4];
   assign MemRead = out[3];
   assign MemWrite = out[2];
   assign MemtoReg = out[1];
	assign ALUOP = out[0];
endmodule
`timescale 1ns / 1ps
module IMEM(
    input [7:0] ADD,
    output [7:0] Ins
    );
	wire [7:0] mem[25:0];
	assign mem[0] = 8'b01001000;  
	assign mem[1] = 8'b01001001;  
	assign mem[2] = 8'b01100101;  
	assign mem[3] = 8'b00011011;  
	assign mem[4] = 8'b11000001;  
	assign mem[5] = 8'b11000001;  
	assign mem[6] = 8'b10101110;  
	assign mem[7] = 8'b00011100;  
	assign mem[8] = 8'b00000000;  
	assign mem[9] = 8'b01001001;  
	assign mem[10] = 8'b00100001; 
	assign mem[11] = 8'b01011110; 
	assign mem[12] = 8'b01011111; 
	assign mem[13] = 8'b00101100; 
	assign mem[14] = 8'b00000000; 
	assign mem[15] = 8'b10000110; 
	assign mem[16] = 8'b01100001; 
	assign mem[17] = 8'b00000100; 
	assign mem[18] = 8'b00000011; 
	assign mem[19] = 8'b00001110; 
	assign mem[20] = 8'b11000001; 
	assign mem[21] = 8'b11000001; 
	assign mem[22] = 8'b11000010; 
	assign mem[23] = 8'b00000110; 
	assign mem[24] = 8'b11000011; 
	assign mem[25] = 8'b00000110; 
	assign Ins = mem[ADD];
endmodule
`timescale 1ns / 1ps
module MEM(
    input [7:0] AD,
    input [7:0] WD,
	 input MW,
	 input MR,
	 input RESET,
	 input CLK,
    output [7:0] RD
    );
	reg [7:0] mem [0:31];
	integer i;
	always @(posedge CLK or posedge RESET) begin
		if(RESET == 1) begin
			for(i = 0; i < 32; i = i + 1) begin
				if(i < 16) mem[i] <= i;
				else mem[i] <= 16 - i;
			end
		end
		else if(MW == 1) begin
			mem[AD] <= WD;
		end
	end
	assign RD = (MR == 0) ? 8'b00000000 : mem[AD];
endmodule
`timescale 1ns / 1ps
module MUX2(
    input [1:0] A,
    input [1:0] B,
    input S,
    output [1:0] Y
    );
	assign Y = (S == 0) ? A : B;
endmodule
`timescale 1ns / 1ps
module MUX8(
    input [7:0] A,
    input [7:0] B,
    input S,
    output [7:0] Y
    );
	assign Y = (S == 0) ? A : B;
endmodule
`timescale 1ns / 1ps
module Output(
    input [7:0] WD,
    input [1:0] Ins,
    output reg [6:0] Seg1,
    output reg [6:0] Seg2,
    output reg [6:0] Seg3,
    output reg [6:0] Seg4,
    output reg [6:0] Seg5
    );
	wire [6:0] tmp1, tmp2;
	BCD7 B1(WD[7:4], tmp1);
	BCD7 B2(WD[3:0], tmp2);
	always @(*) begin
		if(Ins == 2'b10) begin
			Seg1 <= 7'b1101101;
			Seg2 <= 7'b1111000;
			Seg3 <= 7'b0111111;
			Seg4 <= 7'b1110000;
			Seg5 <= 7'b1111001;
		end
		else if(Ins == 2'b11) begin
			Seg1 <= 7'b0001110;
			Seg2 <= 7'b0111110;
			Seg3 <= 7'b0110111;
			Seg4 <= 7'b0110111;
			Seg5 <= 7'b1110011;
		end
		else begin
			Seg1 <= tmp1;
			Seg2 <= tmp2;
			Seg3 <= 7'b0000000;
			Seg4 <= 7'b0000000;
			Seg5 <= 7'b0000000;
		end
	end		  
endmodule
`timescale 1ns / 1ps
module PC(
    input [7:0] A,
	 input RESET,
	 input CLK,
    output reg [7:0] Y
    );
	always @(posedge CLK or posedge RESET) begin
		if(RESET == 1) Y <= 8'b00000000;
		else Y <= A;
	end
endmodule
`timescale 1ns / 1ps
module Register(
    input [1:0] R1,
    input [1:0] R2,
    input [1:0] W,
	 input [7:0] WD,
	 input RW,
    input CLK,
	 input RESET,
    output [7:0] RD1,
    output [7:0] RD2,
    output [7:0] Y
    );
	integer i;
	reg [7:0] mem [0:3];
	always @(posedge CLK or posedge RESET) begin
		if(RESET == 1) begin
			for(i = 0; i < 4; i = i + 1) mem[i] <= 8'b00000000;
		end
		else if(RW == 1) begin
			mem[W] <= WD;
		end
	end
	assign RD1 = mem[R1];
	assign RD2 = mem[R2];
	assign Y = WD;
endmodule
`timescale 1ns / 1ps
module SignEx(
    input [1:0] A,
    output [7:0] Y
    );
	assign Y = {{6{A[1]}}, A};
endmodule
==> flow/constraint.sdc <==
current_design CPUT

set clk_period 25.9
set clk_io_pct 0.2

create_clock -name clk0 -period $clk_period [get_ports {sCLK}]

set non_clock_inputs [all_inputs -no_clocks]
set_input_delay [expr $clk_period * $clk_io_pct] -clock clk0 $non_clock_inputs
set_output_delay [expr $clk_period * $clk_io_pct] -clock clk0 [all_outputs]
==> flow/config.mk <==
export PLATFORM = sky130hd
export DESIGN_NAME = CPUT
export DESIGN_NICKNAME = CPUT
export VERILOG_FILES = /design/flow/design.v
export SDC_FILE = /design/flow/constraint.sdc
export NUM_CORES = 4
export LEC_CHECK = 1
export CORE_UTILIZATION = 40
==> summary.rpt <==
STATUS
------------------------------------------------------------------------------------
Status                                                                  complete, no violations

WORST SETUP PATH
------------------------------------------------------------------------------------
R2R Path Start                                                          P.Y[0]$_DFF_PP0_
Worst path bufs/invs                                                               4
Arrival time at the worst endpoint                                           9200 ps
Worst EP required                                                           20720 ps
Endpoint of the lowest-slack register-to-register path                  R.mem[2][4]$_DFFE_PP0P_
Number of cell instances on the worst register-to-register path                   22
Maximum fanout along the worst path                                               37
Largest incremental delay on the critical path                               1020 ps
Count of cell instances traversed by the critical path                            25
Setup crit end kind                                                     primary output
Capture point of the critical path                                           SEG1[6]
Kind of critical path                                                   register to primary output
Standard cell with the maximum stage delay on the critical path         sky130_fd_sc_hd__a2111oi_0
Worst reg2reg setup slack                                                   17600 ps
Crit start category                                                         register
Kind of cell adding the most delay to the critical path                 AND-OR/OR-AND gates
Launch point of the worst path                                          P.Y[0]$_DFF_PP0_

GLOBAL ROUTING
------------------------------------------------------------------------------------
First-pass GRT wire length                                                  86600 µm
Overflow after GRT                                                                 0
Vias in the first global route                                                 12960
Pin count of the biggest net entering global routing                             101
Global routing usage summed across all routing layers                         0.2978
Antenna violations before repair                                                   0

DIE
------------------------------------------------------------------------------------
Number of placed I/O pins                                                         53
Cell Rows                                                                         72
Die outline width                                                           200.9 µm
Effective utilization at floorplan                                            0.4075
Core box area                                                              38830 µm²
Area of the die                                                            40350 µm²
Overall die height                                                          200.9 µm

YOSYS
------------------------------------------------------------------------------------
Top flip-flop cell by instance count after synthesis                    sky130_fd_sc_hd__dfrtp_1
Most numerous cell in the Yosys netlist                                 sky130_fd_sc_hd__nand2_1
Cell total in the yosys stat output                                             1750
Flops & latches, synth                                                           296
Synth Cell Area                                                            15820 µm²
Synth top area cells                                                    sky130_fd_sc_hd__dfrtp_1 27%, sky130_fd_sc_hd__dfstp_2 21%, sky130_fd_sc_hd__o21ai_0 9.8%
Number of flops mapped to enable cells by yosys                                    0
Dominant combinational family                                           AND-OR/OR-AND gates
Multiplexer fraction of the synthesized cell area                            0.04112
Proportion of synthesized flip-flops having asynchronous set or reset          1.000
Average cell area after synthesis                                          9.041 µm²
Portion of the post-synthesis area used by sequential elements                0.4780
Most common library cells after synthesis                               363 x sky130_fd_sc_hd__nand2_1, 310 x sky130_fd_sc_hd__o21ai_0, 172 x sky130_fd_sc_hd__dfrtp_1, 124 x sky130_fd_sc_hd__dfstp_2, 87 x sky130_fd_sc_hd__clkbuf_1
Syn Inst Count                                                                  1750
Area fraction in and, or, nand and nor cells                                  0.1629
Yosys aoi share                                                               0.2272
Yosys Chip Area                                                            15820 µm²
Synthesis Warnings                                                                 9
Top area contributor share                                                    0.2720
Netlist cell types                                                                91
Adder and majority cell fraction of the synthesized area                     0.02357
Cell taking the most area after synthesis                               sky130_fd_sc_hd__dfrtp_1
Xor/xnor share                                                               0.01392

DETAILED ROUTING
------------------------------------------------------------------------------------
Final antenna-violating net count                                                  0
Drt initial violations                                                          1159
Detailed-route DRC error count                                                     0
Antenna diodes                                                                     0
Post-detailed-routing wire length                                           56620 µm
Average vias per placed instance                                               5.898
Wire length per cell                                                        24.79 µm
DRT Pass-1 Iters                                                                   7
Total vias in the final route                                                  13470

FINAL TIMING
------------------------------------------------------------------------------------
Worst clock skew on the final layout                                        15.32 ps
Achievable frequency                                                     0.06955 GHz
Final period util                                                             0.5551
Tightest Pin Transition                                                      1117 ps
Worst relative slew slack                                                     0.2358
Number of max-slew violations in the final report                                  0
Hold violation count in the final report                                           0
Total Negative Setup Slacks                                                     0 ps
Setup violators final                                                              0
Clock period minus final worst setup slack                                  14380 ps
Unrepaired setup endpoints after global routing                                   no

CLOCK NETWORK
------------------------------------------------------------------------------------
TritonCTS clock tree                                                            done
Root buffer cell                                                        sky130_fd_sc_hd__clkbuf_16
Inserted Clock Buffers                                                            35
Longest Clk Path Bufs                                                              3
Clock transition at the registers of the reported paths                        60 ps
Number of sinks on the clock net                                                 296
Clock latency reported for the late side of the worst-skew pair               550 ps
Buffers inserted during post-CTS setup optimization                                0
Number of levels the H-tree was split into                                         2
Number of buffers inserted for hold repair after clock tree synthesis              0
CTS resizes                                                                        0

JOB
------------------------------------------------------------------------------------
Number of max-cap violations                                                       0
Tool warnings                                                                     35

FINAL LAYOUT
------------------------------------------------------------------------------------
Filler cell count in the final layout                                           3659
Share of the core filled with cells                                           0.4590
Layout overhead on the synthesized area                                       12.65%
Share of final-layout standard cells stronger than drive strength 1           0.1710

POWER
------------------------------------------------------------------------------------
Power density normalized to cell area                                   53.85 nW/µm²
Lkg Pwr                                                                     6.852 nW
Register share of total power                                                  0.483
Combinational group share of total power                                       0.010
Switching share of total power                                                0.2151
Max VDD drop                                                            0.00005413 V
Clock network power share                                                      0.507
Cell-internal power                                                        0.7533 mW
Net Switching                                                              0.2065 mW

WORST HOLD PATH
------------------------------------------------------------------------------------
Worst hold-check path type                                              register to register

PLACEMENT
------------------------------------------------------------------------------------
Final weighted congestion in routability-driven placement                      1.059
Quantity of I/O buffers inserted on ports                                         49
Dpl hpwl                                                                    38580 µm

[tightest hold or removal path, delay by kind of cell (launching register included)]
family           cells  cell delay [ps]
AND-OR/OR-AND        1               60
flip-flops           1              340
AND/OR/NAND/NOR      1               40
[power groups by stage]
stage | clock (mW) | combinational [mW] | sequential [mW]
after CTS | 0.494 | 0.0104 | 0.464
after global routing | 0.514 | 0.0116 | 0.463
final | 0.486 | 0.00980 | 0.464
[cells by family (layout without fill, tap and decap cells)]
| kind of cell | after synthesis | count (layout) |
|---|---|---|
| simple gates | 583 | 583 |
| compound gates | 578 | 578 |
| flops | 296 | 296 |
| buf+inv | 182 | 196 |
| mux | 61 | 61 |
| fa+ha+maj | 29 | 29 |
| xor+xnor | 20 | 20 |
| other cells | 1 | 3 |
[how the worst min path moves through the flow]
stage / from / end / slack, ps / cells after the start
CTS: M3.mem[0][6]$_DFFE_PP0P_ / M3.mem[0][6]$_DFFE_PP0P_ / 480 / 2
global route: M3.mem[0][6]$_DFFE_PP0P_ / M3.mem[0][6]$_DFFE_PP0P_ / 490 / 2
finish: M3.mem[28][1]$_DFFE_PP0P_ / M3.mem[28][1]$_DFFE_PP0P_ / 480 / 2
[sequential cells by signal (all words and copies together) (netlist names)]
register and cells:
M3.mem 256, R.mem 32, P.Y 8
[per-layer routing]
| layer | vias to the layer above | wire length, µm | GRT usage |
|---|---|---|---|
| li1 | 6223 | - | - |
| met1 | 6532 | 24690 | 0.4635 |
| met2 | 588 | 24880 | 0.4254 |
| met3 | 127 | 4971 | 0.07383 |
| met4 | 0 | 2073 | 0.08806 |
| met5 | - | 0 | 0 |
[metrics by stage]
stage | cells | instance area [µm²] | power, mW | worst slack [ps] | hold slack [ps]
after floorplan | 1752 | 15830 | 0.4779 | 12750 | 441.8
after global placement | 2221 | 16690 | 0.4816 | 12390 | 457.3
after detailed placement | 2221 | 16690 | 0.4816 | 12250 | 465.7
after CTS | 2284 | 17820 | 0.9681 | 11670 | 478.3
after global routing | 2284 | 17820 | 0.9885 | 11010 | 493.2
final | 2284 | 17820 | 0.9597 | 11520 | 475.6
[final cells by class]
type / instances / area [µm²] / area share
Sequential cell: 296 / 7562 / 0.4243
Clock inverter: 11 / 126.4 / 0.007091
Clock buffer: 52 / 1001 / 0.05616
Inverter: 36 / 142.6 / 0.008003
Tap cell: 518 / 648.1 / 0.03637
Timing Repair Buffer: 97 / 850.8 / 0.04774
Multi-Input combinational cell: 1274 / 7491 / 0.4203
[placed cells by master (no fill, tap or decap), types with 36 or more instances in the layout]
cell type | Yosys | layout
sky130_fd_sc_hd__clkbuf_16 | 0 | 36
sky130_fd_sc_hd__nand3_1 | 42 | 42
sky130_fd_sc_hd__a21oi_1 | 61 | 61
sky130_fd_sc_hd__nor2_1 | 61 | 61
sky130_fd_sc_hd__clkdlybuf4s50_1 | 0 | 49
sky130_fd_sc_hd__buf_4 | 23 | 48
sky130_fd_sc_hd__nand2_1 | 363 | 363
sky130_fd_sc_hd__dfrtp_1 | 172 | 172
sky130_fd_sc_hd__o21ai_0 | 310 | 303
sky130_fd_sc_hd__dfstp_2 | 124 | 124
Power and IR drop assume default switching activity.
