==> flow/design.v <==
`timescale 1ns / 1ps
module ADD(
    input [7:0] A,
    input [7:0] B,
    output reg [7:0] Y
    );
	always @(*) begin
		Y <= A + B;
	end
endmodule
`timescale 1ns / 1ps
module ALU(
    input [7:0] A,
    input [7:0] B,
    input ALUOP,
    output [7:0] Y
    );
	assign Y = (ALUOP == 1) ? A + B : 8'b00000000;
endmodule
`timescale 1ns / 1ps
module BCD7(
    input [3:0] A,
    output [6:0] Y
    );
	assign Y = (A == 4'b0000) ? 7'b0111111 :
				  (A == 4'b0001) ? 7'b0000110 :
				  (A == 4'b0010) ? 7'b1011011 :
				  (A == 4'b0011) ? 7'b1001111 :
				  (A == 4'b0100) ? 7'b1100110 :
				  (A == 4'b0101) ? 7'b1101101 :
				  (A == 4'b0110) ? 7'b1111101 :
				  (A == 4'b0111) ? 7'b0000111 :
				  (A == 4'b1000) ? 7'b1111111 :
				  (A == 4'b1001) ? 7'b1101111 :
				  (A == 4'b1010) ? 7'b1110111 :
				  (A == 4'b1011) ? 7'b1111100 :
				  (A == 4'b1100) ? 7'b0111001 :
				  (A == 4'b1101) ? 7'b1011110 :
				  (A == 4'b1110) ? 7'b1111001 : 7'b1110001;
endmodule
`timescale 1ns / 1ps
module CPU(
    input [7:0] Ins,
	 input RESET,
	 input sCLK,
    output [6:0] SEG1,
    output [6:0] SEG2,
    output [6:0] SEG3,
    output [6:0] SEG4,
    output [6:0] SEG5,
    output [7:0] ADD
    );
	wire CLK;
	wire RegDst, RegWrite, ALUSrc, Branch, MemRead, MemWrite, MemtoReg, ALUOP;
	wire [1:0] WriteReg;
	wire [7:0] ReadData1;
	wire [7:0] ReadData2;
	wire [7:0] WriteData;
	wire [7:0] Data3;
	wire [7:0] Out;
	wire [7:0] SignExtend;
	wire [7:0] ALUResult;
	wire [7:0] MemoryRead;
	wire [7:0] PPC, OPC, JPC, NPC;
	assign ADD = PPC;
	freq_div F(RESET, sCLK, CLK);
	CTRL C(Ins[7:6], RegDst, RegWrite, ALUSrc, Branch, MemRead, MemWrite, MemtoReg, ALUOP);
	MUX2 M1(Ins[3:2], Ins[1:0], RegDst, WriteReg);
	Register R(Ins[5:4], Ins[3:2], WriteReg, WriteData, RegWrite, CLK, RESET, ReadData1, ReadData2, Out);
	SignEx S(Ins[1:0], SignExtend);
	MUX8 M2(ReadData2, SignExtend, ALUSrc, Data3);
	ALU A1(ReadData1, Data3, ALUOP, ALUResult);
	MEM M3(ALUResult, ReadData2, MemWrite, MemRead, RESET, CLK, MemoryRead);
	MUX8 M4(ALUResult, MemoryRead, MemtoReg, WriteData);
	PC P(NPC, RESET, CLK, PPC);
	ADD A2(PPC, 8'b00000001, OPC);
	ADD A3(OPC, SignExtend, JPC);
	MUX8 M5(OPC, JPC, Branch, NPC);
	Output O(Out, Ins[7:6], SEG1, SEG2, SEG3, SEG4, SEG5);
endmodule
`timescale 1ns / 1ps
module CTRL(
    input [1:0] A,
    output RegDst,
    output RegWrite,
    output ALUSrc,
    output Branch,
    output MemRead,
    output MemWrite,
    output MemtoReg,
    output ALUOP
    );
	reg [7:0] out;
	always @(A) begin
		case(A)
			4'b00 : out <= 8'b11000001;
			4'b01 : out <= 8'b01101011;
			4'b10 : out <= 8'b00100101;
			4'b11 : out <= 8'b00010000;
		endcase
	end
	assign RegDst = out[7];
	assign RegWrite = out[6];
   assign ALUSrc = out[5];
   assign Branch = out[4];
   assign MemRead = out[3];
   assign MemWrite = out[2];
   assign MemtoReg = out[1];
	assign ALUOP = out[0];
endmodule
`timescale 1ns / 1ps
module MEM(
    input [7:0] AD,
    input [7:0] WD,
	 input MW,
	 input MR,
	 input RESET,
	 input CLK,
    output [7:0] RD
    );
	reg [7:0] mem [0:31];
	integer i;
	always @(posedge CLK or posedge RESET) begin
		if(RESET == 1) begin
			for(i = 0; i < 32; i = i + 1) begin
				if(i < 16) mem[i] <= i;
				else mem[i] <= 16 - i;
			end
		end
		else if(MW == 1) begin
			mem[AD] <= WD;
		end
	end
	assign RD = (MR == 0) ? 8'b00000000 : mem[AD];
endmodule
`timescale 1ns / 1ps
module MUX2(
    input [1:0] A,
    input [1:0] B,
    input S,
    output [1:0] Y
    );
	assign Y = (S == 0) ? A : B;
endmodule
`timescale 1ns / 1ps
module MUX8(
    input [7:0] A,
    input [7:0] B,
    input S,
    output [7:0] Y
    );
	assign Y = (S == 0) ? A : B;
endmodule
`timescale 1ns / 1ps
module Output(
    input [7:0] WD,
    input [1:0] Ins,
    output reg [6:0] Seg1,
    output reg [6:0] Seg2,
    output reg [6:0] Seg3,
    output reg [6:0] Seg4,
    output reg [6:0] Seg5
    );
	wire [6:0] tmp1, tmp2;
	BCD7 B1(WD[7:4], tmp1);
	BCD7 B2(WD[3:0], tmp2);
	always @(*) begin
		if(Ins == 2'b10) begin
			Seg1 <= 7'b1101101;
			Seg2 <= 7'b1111000;
			Seg3 <= 7'b0111111;
			Seg4 <= 7'b1110000;
			Seg5 <= 7'b1111001;
		end
		else if(Ins == 2'b11) begin
			Seg1 <= 7'b0001110;
			Seg2 <= 7'b0111110;
			Seg3 <= 7'b0110111;
			Seg4 <= 7'b0110111;
			Seg5 <= 7'b1110011;
		end
		else begin
			Seg1 <= tmp1;
			Seg2 <= tmp2;
			Seg3 <= 7'b0000000;
			Seg4 <= 7'b0000000;
			Seg5 <= 7'b0000000;
		end
	end		  
endmodule
`timescale 1ns / 1ps
module PC(
    input [7:0] A,
	 input RESET,
	 input CLK,
    output reg [7:0] Y
    );
	always @(posedge CLK or posedge RESET) begin
		if(RESET == 1) Y <= 8'b00000000;
		else Y <= A;
	end
endmodule
`timescale 1ns / 1ps
module Register(
    input [1:0] R1,
    input [1:0] R2,
    input [1:0] W,
	 input [7:0] WD,
	 input RW,
    input CLK,
	 input RESET,
    output [7:0] RD1,
    output [7:0] RD2,
    output [7:0] Y
    );
	integer i;
	reg [7:0] mem [0:3];
	always @(posedge CLK or posedge RESET) begin
		if(RESET == 1) begin
			for(i = 0; i < 4; i = i + 1) mem[i] <= 8'b00000000;
		end
		else if(RW == 1) begin
			mem[W] <= WD;
		end
	end
	assign RD1 = mem[R1];
	assign RD2 = mem[R2];
	assign Y = WD;
endmodule
`timescale 1ns / 1ps
module SignEx(
    input [1:0] A,
    output [7:0] Y
    );
	assign Y = {{6{A[1]}}, A};
endmodule
`timescale 1ns / 1ps
module freq_div(
	 input RESET,
    input sCLK,
    output reg CLK
    );
	reg [31:0] cnt;
	always @(posedge sCLK) begin
		if (RESET) begin
			cnt <= 32'd0;
			CLK <= 1'b0;
		end
		else if(cnt == 32'd25000000) begin
			cnt <= 32'd0;
			CLK <= ~CLK;
		end
		else begin
			cnt <= cnt + 1;
		end
	end
endmodule
==> flow/run.sh <==
#!/bin/bash
# OpenROAD 26Q1-2900-gdf79404cd8, Yosys 0.63+post, stock flow scripts
make -C /OpenROAD-flow-scripts/flow DESIGN_CONFIG=/design/flow/config.mk WORK_HOME=/design/flow/orfs finish
==> flow/config.mk <==
export PLATFORM = sky130hd
export DESIGN_NAME = CPU
export DESIGN_NICKNAME = CPU
export VERILOG_FILES = /design/flow/design.v
export SDC_FILE = /design/flow/constraint.sdc
export NUM_CORES = 4
export LEC_CHECK = 1
export CORE_UTILIZATION = 50
==> flow/constraint.sdc <==
current_design CPU

set clk_period 17.3
set clk_io_pct 0.2

create_clock -name clk0 -period $clk_period [get_ports {sCLK}]

set non_clock_inputs [all_inputs -no_clocks]
set_input_delay [expr $clk_period * $clk_io_pct] -clock clk0 $non_clock_inputs
set_output_delay [expr $clk_period * $clk_io_pct] -clock clk0 [all_outputs]
==> flow_metrics.py <==
# Metrics from the implementation run
metrics = {
    "worst_setup_path": {
        "cp_slowest_stage_delay_ns": 0.88,
        "slowest_stage": "nor2_1",
        "startpoint_type": "input pin",
        "worstPathMaxFanout": 29,
        "r2r-start": "F.cnt[2]$_SDFF_PP0_",
        "endpoint_kind": "output pin",
        "path_class": "input pin to output pin",
        "crit_family": "buffers and inverters",
        "path_cells": "clkdlybuf4s50_1, clkinv_1, ha_1, o21ai_0, ha_1, inv_1, fa_2, buf_4, nand3b_1, nor2_1, nand2_1, o32ai_1, a31o_2, a21oi_1, a31oi_2, nor2b_1, nand2_1, a21oi_1, o31ai_1, clkdlybuf4s50_1",
        "cp.buffers_inverters": 5,
        "critPathLaunch": "Ins[7]",
        "crit_required_ns": 13.84,
        "arrival_ns": 10.74,
    },
    "synth": {
        "netlist_area_sq_mm": 0.0170,
        "postSynthSeqShare_pct": 48.2,
        "topCellsByArea": "dfrtp_1, dfstp_2, o21ai_0",
        "ys_area_sq_mm": 0.0170,
        "syn_inst": 1823,
        "ys.flop_type": "dfrtp_1",
        "yosysTopAreaCellShare_pct": 25.3,
        "fa_ha_area_share_pct": 1.92,
        "async_reset_ff_share_pct": 90.0,
        "aoi_share_pct": 20.1,
        "synth_cell_type_count": 106,
        "edf_count": 0,
        "synth-xor-area-share_pct": 2.82,
        "logic_family": "AND-OR/OR-AND gates",
        "synth-simple-area-share_pct": 16.5,
        "synth-seq-cells": 329,
        "yosysCellCount": 1823,
        "yosysTopAreaCell": "dfrtp_1",
        "ys_sh_mux_pct": 5.55,
        "ys_warn_count": 9,
        "avgSynthCellArea_sq_um": 9.35,
    },
    "routing": {
        "met1_length_microns": 22700,
        "drc_errors": 0,
        "highest_layer": "met4",
        "first_iter_violations": 1138,
        "drtAntennaViolNets": 0,
        "drt-total-wl_microns": 49200,
        "vias": 13254,
        "drt_first_pass_iters": 7,
        "met3_length_microns": 4010,
        "route.met2.wl_microns": 21500,
        "vias_per_cell": 5.99,
        "diodes": 0,
        "wire_per_inst_microns": 22.2,
    },
    "sta": {
        "slew_violations": 0,
        "min_period_ns": 14.20,
        "rsz0062_at_grt": "false",
        "setup_viol": 0,
        "worst_pin_slew_ns": 1.03,
        "slew_headroom_pct": 31.4,
        "worst_slack_ns": 3.10,
        "max_freq_mhz": 70.4,
        "untimed_endpoints": 304,
        "fin_skew_ns": 0.00403,
        "period_used_pct": 82.1,
        "setup_tns_ns": 0,
        "unclocked_pins": 296,
        "hold_viol": 0,
    },
    "global_routing": {
        "grt_pass1_wl_microns": 77900,
        "grtUsageTotal_pct": 30.3,
        "antenna_found_initial": 0,
        "grt_max_degree": 189,
        "gr-total-overflow": 0,
        "grt_pass1_vias": 12711,
    },
    "floorplan": {
        "core_sq_mm": 0.0335,
        "die_h_microns": 187,
        "die_x_microns": 187,
        "fp_util_pct": 50.8,
        "num_rows": 67,
        "dieArea_sq_mm": 0.0348,
        "io_pins": 53,
    },
    "layout": {
        "layout-drive-gt1-share_pct": 15.3,
        "final_cell_area_sq_mm": 0.0179,
        "finalNonFillerCells": 2214,
        "logic_area_sq_mm": 0.00807,
        "regArea_sq_mm": 0.00823,
        "synthToLayoutAreaGrowth_pct": 5.02,
        "fillers": 3028,
    },
    "clocking": {
        "hold_buffers": 0,
        "cts_tree": "built",
        "cts-root-buf": "clkbuf_16",
        "clk_latency_ns": 0.27,
        "h-tree-depth": 2,
        "ctsResizeCount": 0,
        "cts-buffers-inserted": 5,
        "ctsLongestPathBuffers": 2,
        "post_cts_buffers": 0,
        "clk_pin_slew_ns": 0.05,
    },
    "power": {
        "p_per_area_mw_per_mm2": 29.6,
        "power_mw": 0.531,
        "power.static_leakage_nw": 6.94,
        "peakVddDrop_uv": 65.6,
    },
    "placement": {
        "gp_congestion": 0.970,
        "pre_cts_ws_ns": 3.22,
        "io_buffers": 49,
        "dp_hpwl_microns": 33000,
        "placed_cell_area_sq_mm": 0.0177,
        "dp_cells": 2206,
    },
    "hold_path": {
        "hold_start": "F.cnt[22]$_SDFF_PP0_",
        "hp-class": "flip-flop to flip-flop",
    },
    "flow_run": {
        "drv_cap": 0,
        "tool_warnings": 37,
    },
    "status": {
        "status": "complete, no violations",
    },
}
-- worst register-to-register path: stages, from the launching register on --
cell,delay [ns]
dfxtp_1,0.40
and3_1,0.19
and2_1,0.16
and3_1,0.23
nand3_1,0.09
nor2_1,0.23
nand2_1,0.18
or3_1,0.48
or3_1,0.39
a21oi_1,0.15
-- cell families after synthesis --
group           Yosys count
simple gates            628
compound gates          539
flops                   329
buf+inv                 172
mux                      78
xor+xnor                 51
fa+ha+maj                25
other cells               1
-- final timing paths --
| kind | end | slack [ns] | cells after the start |
|---|---|---|---|
| max | SEG1[1] | 3.10 | 20 |
| min | F.cnt[22]$_SDFF_PP0_ | 0.48 | 2 |
| max reg2reg | F.cnt[31]$_SDFF_PP0_ | 14.72 | 9 |
| min reg2reg | F.cnt[22]$_SDFF_PP0_ | 0.48 | 2 |
-- layer usage --
| metal | up-vias | GRT usage [%] |
|---|---|---|
| met2 | 439 | 42.8 |
| met4 | 0 | 5.39 |
| li1 | 6287 | - |
| met3 | 60 | 7.78 |
| met5 | - | 0 |
| met1 | 6468 | 50.0 |
-- cells in the final DEF (no fill, tap or decap), types with 6 or more instances in the layout --
| master | n |
|---|---|
| nand2_1 | 360 |
| o21ai_0 | 296 |
| dfrtp_1 | 172 |
| dfstp_2 | 124 |
| nor2_1 | 86 |
| a21oi_1 | 53 |
| clkdlybuf4s50_1 | 49 |
| nand3_1 | 48 |
| mux2i_1 | 36 |
| dfxtp_1 | 32 |
| mux2_2 | 32 |
| buf_4 | 31 |
| a22oi_1 | 30 |
| xor2_1 | 28 |
| nor3_1 | 26 |
| ha_1 | 22 |
| inv_1 | 21 |
| xnor2_1 | 18 |
| nand4_1 | 14 |
| and3_1 | 13 |
| a31oi_1 | 12 |
| or3_1 | 10 |
| o21ai_2 | 10 |
| mux4_2 | 10 |
| a211oi_1 | 9 |
| o21ai_1 | 9 |
| a22o_1 | 8 |
| nand3b_1 | 8 |
| nand2b_1 | 8 |
| a32oi_1 | 7 |
| o21a_1 | 7 |
| nor2b_1 | 6 |
| o21bai_1 | 6 |
| o211ai_1 | 6 |
| nor4_1 | 6 |
| o31ai_1 | 6 |
| clkbuf_16 | 6 |
-- report_power, final --
part | switching [mW] | leakage [nW] | internal, mW | total [mW]
clock network | 0.0312 | 0.0920 | 0.0763 | 0.107
registers | 0.00108 | 3.81 | 0.0794 | 0.0805
logic | 0.237 | 3.04 | 0.106 | 0.343
-- synthesized netlist by cell type (all sizes together) (8+ instances only) --
master	instances
nand2	363
o21ai	315
dfrtp	172
dfstp	124
nor2	91
clkbuf	84
buf	65
a21oi	53
nand3	48
mux2i	36
dfxtp	33
mux2	32
a22oi	31
nor3	30
xor2	30
ha	23
inv	22
xnor2	21
a31oi	17
nand4	15
and3	14
a211oi	10
mux4	10
or3	10
a22o	8
nand2b	8
nand3b	8
-- metrics by stage --
stage               util (%)  hold WS [ns]
floorplan                  -         0.454
global placement        52.8         0.463
detailed placement      52.8         0.480
CTS                     53.4         0.489
global route            53.4         0.513
finish                  53.4         0.482
-- cell type report --
class / count / area share [%]
multi-input cells: 1324 / 45.1
repair buffers: 82 / 4.26
inverters: 23 / 0.524
clock inverters: 2 / 0.196
well taps: 448 / 3.13
flip-flops and latches: 329 / 46.0
clock buffers: 6 / 0.839
-- sequential cells by signal (all words and copies together) (netlist names) --
name	cells
M3.mem	256
F.CLK	1
R.mem	32
P.Y	8
F.cnt	32
No activity file was given, so power comes from the tool's default toggle rates.
